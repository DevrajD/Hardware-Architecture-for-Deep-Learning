$ cat run.sh
#!/bin/bash
# OpenROAD 26Q1-2900-gdf79404cd8, Yosys 0.63+post, stock flow scripts
make -C /OpenROAD-flow-scripts/flow DESIGN_CONFIG=/design/flow/config.mk WORK_HOME=/design/flow/orfs finish
$ cat config.mk
export PLATFORM = sky130hd
export DESIGN_NAME = activationStep
export DESIGN_NICKNAME = activationStep
export VERILOG_FILES = /design/flow/design.v
export SDC_FILE = /design/flow/constraint.sdc
export NUM_CORES = 4
export LEC_CHECK = 1
export CORE_AREA = 10 10 70 70
export DIE_AREA = 0 0 80 80
$ cat constraint.sdc
current_design activationStep

set clk_period 2.1
set clk_io_pct 0.2

create_clock -name clk0 -period $clk_period [get_ports {clk}]

set non_clock_inputs [all_inputs -no_clocks]
set_input_delay [expr $clk_period * $clk_io_pct] -clock clk0 $non_clock_inputs
set_output_delay [expr $clk_period * $clk_io_pct] -clock clk0 [all_outputs]
$ cat design.v
`timescale 1ns / 1ps
module activationStep
 #(parameter INPUT_NUMBER=32,
    parameter LOG_INPUT_NUMBER=5, 
    parameter DATA_WIDTH=64)(
    input clk,
    input [DATA_WIDTH -1:0] activ_in,
    output reg [DATA_WIDTH -1:0] activ_out
    );
    initial begin
        activ_out = {{DATA_WIDTH}{1'b0}};
    end
    always@(posedge clk)
    begin
        if ( activ_in <= {1'b1, {(DATA_WIDTH - 1){1'b0}}} )  
        begin
            activ_out <= 0;
        end
        else
        begin
            activ_out <= {{(DATA_WIDTH - 1){1'b0}}, 1'b1 };
        end
    end
endmodule
==> impl_metrics.tcl <==
# metrics dict for downstream scripts
set metrics [dict create \
    globalplace.congestion 0.785 \
    synth.cell_area_sq_um 642 \
    chip_area_sq_um 6400 \
    io_buffer_count 65 \
    timing_hold_violations_final 0 \
    worst_ir_drop_vdd_mv 0.0430 \
    postSynthAreaPerCell_sq_um 7.46 \
    whs_path_depth 2 \
    min_period_ns 1.84 \
    rsz0062_at_grt "no" \
    gr-usage-all-layers 0.0747 \
    power.density_nw_per_um2 141 \
    wirelength_um 2860 \
    clkSlewWorstSetupHoldPaths_ns 0 \
    routed-via-count 622 \
    reg.largest.list "activ_out x1" \
    rows 21 \
    warnings 28 \
    critPathSlowestCell "o41a_1" \
    via_per_inst 3.17 \
    largest_register "activ_out" \
    crit_cells 4 \
    antenna_found_initial 0 \
    ios 129 \
    hpwl_um 2790 \
    setup.worst_path.end_class "register" \
    num_antenna_cells 0 \
    p_leak_nw 0.478 \
    finalClockPeriodUsage 0.875 \
    first_pass_iters 2 \
    post_cts.resized_instances 0 \
    detail_route.drc_violations 0 \
    accumulated_negative_setup_slack_ns 0 \
    clock_power_share 0 \
    chipWidth_um 80 \
    post_cts_setup_buffer_count 0 \
    yosysWarningCount 1 \
    switching_share_of_power 0.174 \
    grt_first_pass_wirelength_um 3880 \
    final_antenna_net_count 0 \
    core_region_area_sq_um 3420 \
    maxSlewViolCount 0 \
    internal_power_uw 130 \
    die_height_um 80 \
    yosys_stat_cell_total 86 \
    grt_start_max_net_pins 3 \
    cp_data_arrival_time_ns 1.71 \
    yosys_area_sq_um 642 \
    power.switching_uw 27.3 \
    largest_register_ff_count 1 \
    path_max_fanout 1 \
    yosysSeqAreaShare 0.0312 \
    pwr-share-comb 0.869 \
    route.detailed.wl_per_inst_um 14.6 \
    drive_gt1_frac 0.00667 \
    hold-worst-slack_ns 1.01 \
    cp.buffers_inverters 1 \
    timing.critical_path.max_delay_family "simple AND/OR/NAND/NOR gates" \
    crit_path_max_incr_delay_ns 0.43 \
    worst_setup_path_start_kind "primary input" \
    cap_violations 0 \
    status "finished clean" \
    floorplanUtilization 0.188 \
    hold_path.class "in2reg" \
    worstPathRequired_ns 1.97 \
    netlist_instances 86 \
    postCtsHoldBufs 0 \
    netlist-cell-type-count 7 \
    seq_power_share 0.131 \
    drt_first_iter_violations 10 \
    yosys_register_bits 1 \
    syn2layout_area_growth_pct 72.9 \
    worstPathCellList "clkdlybuf4s50_1 > nor4_1 > nand4_1 > o41a_1" \
    maxClockFrequency_ghz 0.544 \
    final-setup-viol-count 0 \
    first_global_vias 743 \
    critical_path_class "in2reg" \
    globalRoute.totalOverflow 0 \
]
metrics by stage:
step / setup slack, ns / total power [mW] / cells / util / instance area (sq um)
finish: 0.263 / 0.157 / 196 / 0.325 / 1110
global route: 0.120 / 0.173 / 196 / 0.325 / 1110
detailed placement: 0.248 / 0.161 / 196 / 0.325 / 1110
CTS: 0.232 / 0.162 / 196 / 0.325 / 1110
floorplan: 0.797 / 0.111 / 148 / - / 875
global placement: 0.252 / 0.161 / 196 / 0.325 / 1110
power groups by stage:
stage	logic [mW]	registers, mW	clock network [mW]
5_1_grt	0.152	0.0207	0
6_report	0.136	0.0206	0
4_1_cts	0.141	0.0206	0
Yosys cell counts, drive strengths merged:
cell   instances  area (sq um)
conb           1          3.75
o41a           1          11.3
dfxtp          1          20.0
nand4          4          25.0
nor4b          1          15.0
nor4          15          93.8
buf           63           473
area by class of cell:
class	count	area, sq um
timing repair buffer	65	651
multi-input combinational	84	382
sequential	1	20.0
fill	374	2310
tap	46	57.6
routing by layer:
metal  global-route usage  vias to the layer above  part of all wire
li1                     -                      302                 -
met1               0.0787                      258              0.36
met2                0.145                       62              0.53
met3               0.0261                        0              0.11
met4                    0                        0                 0
met5                    0                        -                 0
cell families after synthesis:
family / Yosys count / synth area share
AND-OR/OR-AND: 1 / 0.0175
buffers and inverters: 63 / 0.737
flip-flops: 1 / 0.0312
other: 1 / 0.00584
AND/OR/NAND/NOR: 20 / 0.209
cell usage in the layout, fill, tap and decap left out, drive strengths merged:
master,synthesis,final
clkdlybuf4s50,0,65
conb,1,63
dfxtp,1,1
nand4,4,4
nor4,15,15
nor4b,1,1
o41a,1,1
path summary, 6_finish.rpt:
kind	startpoint	endpoint
setup / recovery	activ_in[4]	activ_out[0]
hold / removal	activ_in[63]	activ_out[0]
Power and IR drop assume default switching activity.
