==> config.mk <==
export PLATFORM = sky130hd
export DESIGN_NAME = activationReLU
export DESIGN_NICKNAME = activationReLU
export VERILOG_FILES = /design/flow/design.v
export SDC_FILE = /design/flow/constraint.sdc
export NUM_CORES = 4
export LEC_CHECK = 1
export CORE_UTILIZATION = 50
==> constraint.sdc <==
current_design activationReLU

set clk_period 5.8
set clk_io_pct 0.2

create_clock -name clk0 -period $clk_period [get_ports {clk}]

set non_clock_inputs [all_inputs -no_clocks]
set_input_delay [expr $clk_period * $clk_io_pct] -clock clk0 $non_clock_inputs
set_output_delay [expr $clk_period * $clk_io_pct] -clock clk0 [all_outputs]
==> design.v <==
`timescale 1ns / 1ps
module activationReLU
 #(parameter INPUT_NUMBER=32,
    parameter LOG_INPUT_NUMBER=5, 
    parameter DATA_WIDTH=64)(
    input clk,
    input [DATA_WIDTH-1:0] activ_in,
    output reg [DATA_WIDTH-1:0] activ_out
    );
    always@(posedge clk)
    begin
        if ( activ_in <= {1'b1, {(DATA_WIDTH - 1){1'b0}} })  
        begin
            activ_out <= 0;
        end
        else
        begin
            activ_out <= activ_in;
        end
    end
endmodule
==> run.sh <==
#!/bin/bash
# OpenROAD 26Q1-2900-gdf79404cd8, Yosys 0.63+post, stock flow scripts
make -C /OpenROAD-flow-scripts/flow DESIGN_CONFIG=/design/flow/config.mk WORK_HOME=/design/flow/orfs finish
==> results.txt <==
run metrics: Die Width=63.1 um, die extent in y=63.1 um, Row Count=21, total of buffers placed on input and output ports=128, flop and latch count out of synthesis=64, Seq/Total Area, Yosys=68.6%, largest cells by area after synthesis=dfxtp_1 (69%), and2_1 (21%), nor4_1 (4.0%), Post-Syn Area=0.00187 sq mm, Failed at=detailed placement, synthesized area per cell=12.0 sq um, tally of yosys warning messages=1, error that stopped the run=[ERROR DPL-0036] Detailed placement failed., initial core utilization=53.8%, yosys stat area=0.00187 sq mm, number of cells in Yosys stat=155, cell count after synthesis=155, Ports=129, number of distinct library cells after synthesis=9, cell type with the largest total area after synthesis=dfxtp_1, Placer Congestion=0.783, post-synth top area share=68.6%, status=aborted with a tool error
[synth_stat cells]
cell type,number
and2_1,62
and2_2,1
clkbuf_1,7
dfxtp_1,64
nand4_1,4
nor4_1,12
nor4_2,3
nor4b_2,1
o41a_1,1
[cell families after synthesis]
| logic type | count (synthesis) | synth area share (%) |
|---|---|---|
| simple gates | 83 | 29.4 |
| flops | 64 | 68.6 |
| buf+inv | 7 | 1.41 |
| compound gates | 1 | 0.603 |
[through the flow]
step | setup slack (ns) | power [mW]
after floorplan | 3.77 | 0.493
after global placement | 3.14 | 0.588
Power figures rest on the tool's default switching activity, not on a simulated workload.
